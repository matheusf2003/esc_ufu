### config.mk
export PLATFORM = sky130hd
export DESIGN_NAME = ram8
export DESIGN_NICKNAME = ram8
export VERILOG_FILES = /design/flow/design.v
export SDC_FILE = /design/flow/constraint.sdc
export NUM_CORES = 4
export LEC_CHECK = 1
export CORE_UTILIZATION = 30
### constraint.sdc
current_design ram8

set clk_period 4.6
set clk_io_pct 0.2

create_clock -name clk0 -period $clk_period

set non_clock_inputs [all_inputs -no_clocks]
set_input_delay [expr $clk_period * $clk_io_pct] -clock clk0 $non_clock_inputs
set_output_delay [expr $clk_period * $clk_io_pct] -clock clk0 [all_outputs]
### design.v
module ram8(input [15:0] in, input [2:0] address, input load, output reg [15:0] out);
    reg [15:0] ram [7:0];
    always @ (*) begin
        if (load) begin
            ram[address] <= in;
        end
        out = ram[address];
    end
endmodule
### run.sh
#!/bin/bash
# OpenROAD 26Q1-2900-gdf79404cd8, Yosys 0.63+post, stock flow scripts
make -C /OpenROAD-flow-scripts/flow DESIGN_CONFIG=/design/flow/config.mk WORK_HOME=/design/flow/orfs finish
==> CHANGELOG.md <==
### Physical design

* WP buf/inv at 2
* Largest register FFs at 128
* Syn Inst Count at 278
* Final Wtd Congestion at 0.754
* Die Span Y at 103 microns
* Core area at 0.00977 sq mm
* Number of distinct library cells after synthesis at 26
* Finished Cell Area at 0.00350 sq mm
* Max-cap violations at 0
* Pwr Density at 74.4 mW/mm^2
* P&R area growth vs syn at 15.5%
* Largest net degree at the start of global routing at 24
* Pint at 0.000170 W
* Critical Setup Path Class: input port to output port
* Gr ovfl total at 0
* Top area contributor share at 0.633
* YS chip area at 0.00303 sq mm
* Die W at 103 microns
* Setup violators final at 0
* Gr usage total at 0.138
* First-pass GRT wire length at 10.6 mm
* Dpl cell area at 0.00350 sq mm
* Rel. slew slack at 0.465
* CTS Hold Bufs at 0
* Hold Crit Class: input port to output port
* Vias per cell at 4.70
* Status: finished clean
* Worst-path fanout max at 13
* Synth area leader: dlxtn_1
* Worst-margin pin slew at 0.802 ns
* 1st-iter DRT viols at 77
* Hold_ws at 2.96 ns
* Arrival @ worst endpoint at 3.19 ns
* Setup Fix Bufs, Post-CTS at 0
* Top post-synthesis cells by area: dlxtn_1 63%, mux2i_1 14%, o22a_1 3.8%
* Most used cell, CP: clkdlybuf4s50_1
* Mapped Avg Cell Area at 10.9 sq um
* Clock power frac at 0
* Flip-flops with a built-in enable at 0
* Combinational Power Share at 0.629
* Via count at 2,054
* Period utilisation layout at 0.894
* Max-slew violations at 0
* Total Wirelength at 6.83 mm
* Post-synth regs at 128
* Inserted Diodes at 0
* Drt pass-1 iters at 6
* IO Pins at 36
* FP Rows at 36
* Launch point of the worst path: address[0]
* Post-synth ARST share at 0
* CP cell instances: clkdlybuf4s50_1 > nand2_1 > o22ai_1 > o22a_1 > clkdlybuf4s50_1
* Maximum vdd drop at 0.0237 mV
* Hold Startpoint: address[2]
* Hold Violations, Final at 0
* Top Family by Delay on Critical Path: buffers and inverters
* Max frequency at 243 MHz
* Count of unclocked register or latch pins at 128
* Die area at 0.0105 sq mm
* Routed WL per cell at 15.6 microns
* Filler Cells Inserted at 984
* Synth warn at 2
* Crit. End Element: output port
* Net Switching at 0.0000905 W
* Most flop-heavy register: ram
* Vias in the first global route at 1,845
* Mapped Area at 0.00303 sq mm
* Count leader, synth: dlxtn_1
* Placed wire-length estimate at 4.45 mm
* Number of I/O port buffers at 36
* Flop pwr share at 0.371
* Post-synth top cells: 128 x dlxtn_1, 42 x mux2i_1, 19 x nor2_1
* Setup TNS at 0 ns
* Max incr delay on CP at 0.77 ns
* Fraction of final layout cells sized beyond drive strength 1 at 0.0329
* Initial antenna violation count at 0
* Final min period at 4.11 ns
* Dominant synthesized flop cell: dlxtn_1
* Tool warnings at 32
* Endpoints left unconstrained at 128
* CP max stage cell: clkdlybuf4s50_1
* Core Util at FP at 0.310
* Cts repair resizes at 0
* Design Power at 0.000261 W
* RSZ-0062 raised after global routing: false
* Switching share of power at 0.347
* Largest regs: ram: 128 flops
* Antenna-violating nets left at 0
* Leakage dissipation at 1.65 nW
* Worst Path Required at 3.68 ns
* DRC Markers at 0
* Setup crit start kind: input port
* Cells in synth_stat.txt at 278
per-stage QoR:
stage / std cells / setup WS [ns] / util
floorplan: 278 / 1.90 / -
global placement: 437 / 0.492 / 0.358
detailed placement: 437 / 0.492 / 0.358
CTS: 437 / 0.486 / 0.358
global route: 437 / 0.327 / 0.358
finish: 437 / 0.489 / 0.358
final timing paths:
path,slack (ns),cells after the start,endpoint
setup / recovery,0.49,5,out[12]
hold / removal,2.96,5,out[10]
kinds of logic after synthesis:
family                 Yosys count  synth area share
muxes                           44             0.153
and+or+nand+nor                 41            0.0623
latches                        128             0.633
buffers and inverters           18            0.0355
AOI/OAI and AO/OA               47             0.115
layer usage:
metal,GRT usage,wire length [microns]
met1,0.214,3210
met5,0,0
met2,0.236,3350
met4,0,0
met3,0.00758,276
final cells by class:
cell class / instances / area, sq um / area share
multi-input combinational: 132 / 1000 / 0.286
inverter: 1 / 3.75 / 0.00107
timing repair buffer: 43 / 408 / 0.116
sequential: 128 / 1920 / 0.549
tap: 133 / 166 / 0.0475
power groups by stage:
stage	registers, W	logic (W)	clock network [W]
final	0.0000967	0.000164	0
after CTS	0.0000969	0.000167	0
after global routing	0.000103	0.000181	0
layout by cell type (no fill, tap or decap), types with 2 or more instances in the layout:
master           count
a211o_1              2
a211oi_1            13
o22ai_1             13
clkdlybuf4s50_1     35
buf_4                7
nand3_1              4
nor2_1              19
mux4_2               2
nand2b_1             4
nand2_1              7
o22a_1              13
nor2b_1              3
a21oi_1              2
mux2i_1             42
dlxtn_1            128
Power figures rest on the tool's default switching activity, not on a simulated workload.
