==> flow/design.v <==
module ram512(input [15:0] in, input [8:0] address, input load, output reg [15:0] out);
    reg [15:0] ram [511:0];
    always @ (*) begin
        if (load) begin
            ram[address] <= in;
        end
        out = ram[address];
    end
endmodule
==> flow/run.sh <==
#!/bin/bash
# OpenROAD 26Q1-2900-gdf79404cd8, Yosys 0.63+post, stock flow scripts
make -C /OpenROAD-flow-scripts/flow DESIGN_CONFIG=/design/flow/config.mk WORK_HOME=/design/flow/orfs finish
==> flow/config.mk <==
export PLATFORM = sky130hd
export DESIGN_NAME = ram512
export DESIGN_NICKNAME = ram512
export VERILOG_FILES = /design/flow/design.v
export SDC_FILE = /design/flow/constraint.sdc
export NUM_CORES = 4
export LEC_CHECK = 1
export CORE_UTILIZATION = 50
==> flow/constraint.sdc <==
current_design ram512

set clk_period 31.9
set clk_io_pct 0.2

create_clock -name clk0 -period $clk_period

set non_clock_inputs [all_inputs -no_clocks]
set_input_delay [expr $clk_period * $clk_io_pct] -clock clk0 $non_clock_inputs
set_output_delay [expr $clk_period * $clk_io_pct] -clock clk0 [all_outputs]
==> reports/metrics.csv <==
stage;metric;value;unit
run_status;status;complete, but fails checks;
run_status;failed_checks;max-capacitance violations, max-slew violations;
grt;grt.total_usage;0.533;
floorplanning;chipArea;353000;µm²
timing;period_needed;20.43;ns
drt;drt.antenna.violating_nets;0;
clock_network;cts.hold.buffers_added;0;
setup_path;critical_path.most_common_cell;buf_4;
setup_path;path_max_fanout;35;
finish;reg.largest.list;ram (8192);
drt;detailedRoute.firstPassIterationCount;7;
yosys;yosys-stat-cells;16400;
setup_path;worstSetupEndpointType;output port;
finish;largest-register;ram;
yosys;yosysUniqueCellTypes;65;
placement;hpwl_dp;617000;µm
finish;layout-area-overhead-vs-synth;8.63;%
timing;slew-limit-headroom;-0.0662;
yosys;synth_chip_area;175000;µm²
setup_path;crit_path_start_kind;input pin;
finish;final_cells;21500;
yosys;yosys_warnings;2;
flow_run;stage_log_warnings;58;
timing;setup_tns_final;0;ns
grt;maximum_number_of_pins_on_one_net_before_global_route_repair;169;
min_path;min_path_type;input pin to output port;
floorplanning;chipHeight;594;µm
timing;report.final.hold_viol_count;0;
timing;unconstrained_endpoints;8192;
flow_run;drv.max_cap_violation_count;3;
grt;grt_antenna_before_repair;106;
setup_path;crit_arrival;14.05;ns
clock_network;postCtsSetupBuffers;0;
timing;report.final.setup_viol;0;
floorplanning;die_x;594;µm
yosys;yosys.area.top_type;dlxtn_1;
yosys;synthCells;16400;
drt;vias;149000;
floorplanning;floorplan.rows;217;
pwr;largest_vdd_supply_drop;0.0168;mV
floorplanning;pin_count;42;
yosys;synth.top_cell.area_share;0.702;
yosys;synth_top_cell_by_count;dlxtn_1;
placement;place.gp.congestion;1.13;
setup_path;setup.worst_path.end;out[6];
finish;number_of_flip_flops_in_the_largest_register;8192;
timing;post-route-period-util;0.640;
yosys;mapped_avg_cell_area;10.7;µm²
setup_path;required;25.52;ns
grt;via_count_of_the_first_global_routing_pass;137000;
placement;dpl.cell_count;21400;
yosys;ys_dominant_reg_cell;dlxtn_1;
setup_path;timing.critical_path.slowest_stage_cell;nor4_1;
drt;drt_drc_violations_left;0;
drt;routed_wirelength;905000;µm
timing;rsz0062_at_grt;false;
finish;layout-drive-gt1-share;0.109;
floorplanning;initCoreUtil;0.502;
yosys;synth.cell_area;175000;µm²
placement;port_buffers;42;
grt;grt_pass1_wl;1210000;µm
pwr;net-switching-power;0.000530;W
timing;worst_pin_slew;1.60;ns
timing;report.final.slew_viol_count;14;
floorplanning;placeableCoreArea;349000;µm²
setup_path;cp-startpoint;address[5];
yosys;synth_flops;8192;
clock_network;quantity_of_gates_resized_following_cts;0;
pwr;switching_share;0.413;
finish;layout.cell_area.non_filler;190000;µm²
pwr;leakagePower;87.2;nW
placement;postPlaceCellArea;190000;µm²
drt;wire_per_inst;42.1;µm
yosys;synth.top_cells.by_area;dlxtn_1, a22oi_1, nand2_1, a22o_1, nand4_1;
setup_path;worstPathCellList;clkdlybuf4s50_1 -> buf_4 -> nand2_4 -> buf_4 -> nor3_2 -> buf_4 -> a221o_1 -> nor4_1 -> nand4_1 -> nor4_1 -> nand4_1 -> mux2_2 -> clkdlybuf4s50_1;
yosys;post_synth_edffs;0;
drt;vias_per_cell;6.95;
timing;unclocked_regs;8192;
pwr;power.internal;0.000752;W
drt;detail_route.iter0.violations;16900;
timing;achievable-frequency;49.0;MHz
yosys;netlist_top_cells_count;dlxtn_1, a22oi_1, nand2_1;
grt;grt-ovfl-total;0;
yosys;ys_async_sr_fraction;0;
setup_path;worstSetupPathType;input pin to output port;
pwr;power.density;6.73;nW/µm²
setup_path;max_stage_delay;1.14;ns
-- critical path, delay by kind of cell --
kind	cells	cell delay (ns)
AND-OR/OR-AND	1	0.38
AND/OR/NAND/NOR	6	4.38
multiplexers	1	0.57
buffers and inverters	5	2.16
-- how the worst min path moves through the flow --
| stage | startpoint | endpoint | slack (ns) | cells after the start |
|---|---|---|---|---|
| global route | address[8] | out[12] | 14.50 | 8 |
| CTS | address[8] | out[3] | 14.43 | 8 |
| finish | address[8] | out[12] | 14.53 | 8 |
-- final cells by class --
class | instances | area [µm²]
fill | 30400 | 159000
sequential | 8192 | 123000
timing repair buffer | 1262 | 9660
multi-input combinational | 7341 | 51800
antenna | 100 | 250
tap | 4599 | 5750
inverter | 1 | 3.75
-- routing by layer --
| metal | vias up | wire length, µm | track usage | share of wire |
|---|---|---|---|---|
| li1 | 61100 | - | - | - |
| met1 | 72900 | 306000 | 0.661 | 0.34 |
| met2 | 11900 | 361000 | 0.696 | 0.40 |
| met3 | 3375 | 156000 | 0.334 | 0.17 |
| met4 | 102 | 78900 | 0.345 | 0.087 |
| met5 | - | 3000 | 0.0680 | 0.0033 |
-- power groups by stage --
| stage | Sequential [W] | Clock [W] | Combinational [W] |
|---|---|---|---|
| 4_1_cts | 0.000787 | 0 | 0.000458 |
| 5_1_grt | 0.000840 | 0.0000000000631 | 0.000490 |
-- cells in the final DEF, fill, tap and decap left out, types with 183 or more instances in the layout --
cell      instances
dlxtn_1        8192
a22oi_1        3140
buf_4          1218
nand2_1        1110
nand4_1         472
a22o_1          450
nor3_2          441
nor4_1          279
a221oi_1        236
nand3_1         183
-- kinds of logic (layout without fill, tap and decap cells) --
group | Yosys count | after routing | synth area share
buffers and inverters | 831 | 1263 | 0.0194
multiplexers | 17 | 17 | 0.00108
AND/OR/NAND/NOR | 3066 | 3066 | 0.0894
other | 0 | 100 | 0
AND-OR/OR-AND | 4256 | 4256 | 0.188
XOR/XNOR | 2 | 2 | 0.0000999
latches | 8192 | 8192 | 0.702
-- metrics by stage --
stage          setup slack [ns]  power [W]  utilization  hold slack (ns)
6_report                  11.47    0.00128        0.545            14.53
5_1_grt                   11.92    0.00133        0.545            14.50
4_1_cts                   12.23    0.00125        0.545            14.43
3_5_place_dp              12.26    0.00124        0.545            14.43
3_3_place_gp              11.77    0.00123        0.545            14.42
2_1_floorplan             16.38   0.000879            -            13.64
Power is estimated from default activity; no workload was simulated.
