## design/flow/run.sh

```bash
#!/bin/bash
# OpenROAD 26Q1-2900-gdf79404cd8, Yosys 0.63+post, stock flow scripts
make -C /OpenROAD-flow-scripts/flow DESIGN_CONFIG=/design/flow/config.mk WORK_HOME=/design/flow/orfs finish
```

## design/flow/config.mk

```make
export PLATFORM = sky130hd
export DESIGN_NAME = ram64
export DESIGN_NICKNAME = ram64
export VERILOG_FILES = /design/flow/design.v
export SDC_FILE = /design/flow/constraint.sdc
export NUM_CORES = 4
export LEC_CHECK = 1
export CORE_UTILIZATION = 50
```

## design/flow/constraint.sdc

```tcl
current_design ram64

set clk_period 3.3
set clk_io_pct 0.2

create_clock -name clk0 -period $clk_period

set non_clock_inputs [all_inputs -no_clocks]
set_input_delay [expr $clk_period * $clk_io_pct] -clock clk0 $non_clock_inputs
set_output_delay [expr $clk_period * $clk_io_pct] -clock clk0 [all_outputs]
```

## design/flow/design.v

```verilog
module ram64(input [15:0] in, input [5:0] address, input load, output reg [15:0] out);
    reg [15:0] ram [63:0];
    always @ (*) begin
        if (load) begin
            ram[address] <= in;
        end
        out = ram[address];
    end
endmodule
```

==> flow_summary.json <==
{
  "period_used_share": 1.113,
  "untimed_endpoints": 1024,
  "portBuffers": 39,
  "log.warning_count": 34,
  "clock.fmax_mhz": 272.3,
  "ys.flop_type": "dlxtn_1",
  "p_leak_nw": 14.55,
  "report.final.slew_viol_count": 0,
  "startpoint": "address[3]",
  "hold_path.class": "in2out",
  "sw_frac_of_total": 0.4201,
  "grt_pass1_vias": 20420,
  "setup_violations": 16,
  "top_area_cell": "dlxtn_1",
  "critPathMaxFanout": 7,
  "unclocked_pins": 1024,
  "wl_per_cell_um": 38.12,
  "top_regs": "ram (1024)",
  "power_density_nw_per_um2": 76.24,
  "totalWireLength_um": 123100,
  "top_cells_by_area": "dlxtn_1, a22oi_1, nand4_1",
  "period_needed_ns": 3.673,
  "endpoint_kind": "primary output",
  "peakVddDrop_mv": 0.1331,
  "violations": "setup timing",
  "power.switching_mw": 0.9864,
  "die_w_um": 214.0,
  "hold_viol_final": 0,
  "grt_pass1_wl_um": 164900,
  "dieHeight_um": 214.0,
  "tns_ns": -4.890,
  "vias_per_cell": 6.713,
  "place_congestion": 1.099,
  "grt_antenna_before_repair": 14,
  "fp_util": 0.5071,
  "dr_total_vias": 21670,
  "top_register": "ram",
  "ys_types": 54,
  "max_cap_violations": 0,
  "postCtsHoldBufs": 0,
  "grt_start_max_net_pins": 65,
  "largest_reg_flops": 1024,
  "synth_warnings": 2,
  "worst_slack_ns": -0.3726,
  "ys_cells": 2111,
  "startpoint_type": "input pin",
  "cp.arrival_ns": 3.01,
  "overflow": 0,
  "crit_type": "in2out",
  "syn_area_um2": 22470,
  "fp-row-count": 77,
  "dieArea_um2": 45800,
  "fin_util": 0.6949,
  "worstHoldStart": "address[3]",
  "syn_to_final_growth_pct": 37.04,
  "drc": 0,
  "p_int_mw": 1.361,
  "n_fill_cell": 3198,
  "ant_nets": 0,
  "drt-pass1-iter-count": 8,
  "netlist.area_leader.share": 0.6853,
  "io_pins": 39,
  "status": "finished, violations left",
  "grt_usage": 0.5612,
  "avgSynthCellArea_um2": 10.65,
  "drt-initial-drc-count": 2505,
  "worstMarginPinSlew_ns": 1.108,
  "relSlewSlack": 0.2597,
  "yosysChipArea_um2": 22470,
  "drive_above_1_share": 0.3392,
  "rsz0062_at_grt": "true",
  "cp.required_ns": 2.64,
  "ys.flops": 1024,
  "hpwl_um": 82080,
  "synth_cells": 2111,
  "async_reset_ff_frac": 0,
  "edf_count": 0,
  "fp.coreArea_um2": 44320
}
-- critical path, cell delays in order --
cell       delay [ns]
buf_8            0.10
buf_12           0.14
buf_8            0.12
nor4bb_4         0.15
buf_4            0.16
buf_6            0.12
and3_4           0.14
a2111oi_4        0.34
nand3_2          0.15
nor4_4           0.61
a31oi_1          0.17
buf_2            0.14
-- path summary, 6_finish.rpt --
kind / to / cells after the start
hold / removal: out[7] / 8
setup / recovery: out[7] / 12
-- routing by layer --
metal / GRT usage / vias to the layer above / part of all wire
met3: 0.3954 / 556 / 0.19
met1: 0.6872 / 10420 / 0.34
met4: 0.3321 / 18 / 0.078
li1: - / 8722 / -
met2: 0.7227 / 1954 / 0.39
met5: 0.04271 / - / 0.0033
-- cell usage after synthesis (all sizes together) (5+ instances only) --
cell,n
a31oi,11
nor4,26
nor2,79
nand3,36
a21oi,19
nor3,12
nand4,72
nand2,105
and3,70
dlxtn,1024
a2111oi,22
and2,12
clkbuf,44
buf,77
nor4b,5
a22o,15
nand4b,5
a22oi,423
-- what timing repair did --
item | CTS | global route
endpoints found under the setup margin | 16 | 16
resized | 442 | 111
buffers inserted | 100 | 41
hold endpoints to repair | 0 | 0
pin swaps | 150 | 80
gates cloned | 10 | 2
-- kinds of logic after synthesis --
logic type / Yosys count / share of synthesized area
AND-OR/OR-AND: 510 / 0.1710
latches: 1024 / 0.6853
buffers and inverters: 121 / 0.02806
multiplexers: 4 / 0.002895
AND/OR/NAND/NOR: 452 / 0.1139
-- cell usage in the layout (no fill, tap or decap), drive strengths merged, types with 5 or more instances in the layout --
cell,n
and3,70
diode,12
dlxtn,1024
a22o,15
nor2,79
nor4,26
buf,630
nor3,12
a22oi,423
a2111oi,22
a21oi,19
nand4b,5
nand4,72
a31oi,11
nand3,36
and2,12
nor4b,5
nand2,105
-- per-stage QoR --
step	hold WS [ns]	power, mW	instances	area [um2]	worst slack (ns)
final	2.362	2.348	3228	30800	-0.3726
after global routing	2.436	2.421	3220	30780	-0.3923
after global placement	3.063	2.024	3088	27280	-2.072
after CTS	2.335	2.219	3180	29990	-0.3254
after detailed placement	3.067	2.037	3088	27280	-1.942
after floorplan	1.830	1.254	2111	22470	0.4536
-- cell type report --
cell class / count / area [um2] / share of cell area
multi-input combinational: 966 / 8163 / 0.2651
sequential: 1024 / 15370 / 0.4992
timing repair buffer: 634 / 6489 / 0.2107
antenna: 12 / 30.03 / 0.0009751
tap: 592 / 740.7 / 0.02405
Power figures rest on the tool's default switching activity, not on a simulated workload.
